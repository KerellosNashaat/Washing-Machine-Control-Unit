**design/flow/run.sh**
```bash
#!/bin/bash
# OpenROAD 26Q1-2900-gdf79404cd8, Yosys 0.63+post, stock flow scripts
make -C /OpenROAD-flow-scripts/flow DESIGN_CONFIG=/design/flow/config.mk WORK_HOME=/design/flow/orfs finish
```
**design/flow/config.mk**
```make
export PLATFORM = sky130hd
export DESIGN_NAME = WashingMachine_TopModule
export DESIGN_NICKNAME = WashingMachine_TopModule
export VERILOG_FILES = /design/flow/design.v
export SDC_FILE = /design/flow/constraint.sdc
export NUM_CORES = 4
export LEC_CHECK = 1
export CORE_UTILIZATION = 40
```
**design/flow/constraint.sdc**
```tcl
current_design WashingMachine_TopModule

set clk_period 4.5
set clk_io_pct 0.2

create_clock -name clk0 -period $clk_period [get_ports {clk}]

set non_clock_inputs [all_inputs -no_clocks]
set_input_delay [expr $clk_period * $clk_io_pct] -clock clk0 $non_clock_inputs
set_output_delay [expr $clk_period * $clk_io_pct] -clock clk0 [all_outputs]
```
**design/flow/design.v**
```verilog
module SimpleClkDivider (
input	wire			rst_n,  
input 	wire			clk,   
input	wire	[1:0]	clk_freq, 
output	reg				divided_clk
);
reg     [2:0]       Counter;
always @ (posedge clk or negedge rst_n)
 begin
  if(!rst_n)
   begin
	Counter <= 3'b0 ;
   end
  else 
   begin 
    Counter <= Counter + 3'b1 ;
   end
 end
always @(*)
 begin
   case (clk_freq)
	2'b00		:	
		divided_clk = Counter[2] ;	 
	2'b01		:	
		divided_clk = Counter[1] ;	 
	2'b10		:	
		divided_clk = Counter[0] ;	 
	2'b11		:	
		divided_clk = clk ;			 
	default 	:
		divided_clk = clk ;
   endcase
 end
endmodule
module Timer (
input	wire			rst_n,  
input	wire			clk,   
input	wire	[1:0]	clk_freq, 
input	wire			run_timer,  
input 	wire 			timer_restart,	 
output 	reg		[2:0]	timer_elapsed_minutes
);
reg	 	[22:0]		timer_counts ;	 
reg		[5:0]		timer_seconds ;   
reg		[22:0]		one_second_counts ; 
wire				one_second_flag ;
wire				one_minute_flag ;
always @ (posedge clk or negedge rst_n)
 begin
  if(!rst_n)  
   begin
    timer_counts <= 23'b0 ;	
	timer_seconds <= 6'b0 ;
	timer_elapsed_minutes <= 3'b0 ;
   end
  else if (timer_restart)   
   begin
    timer_counts <= 23'b0 ;
	timer_seconds <= 6'b0 ;
	timer_elapsed_minutes <= 3'b0 ;
   end
  else 
   begin 
   if (run_timer)	 
	 begin
		if ( one_second_flag && !one_minute_flag )		 
		 begin
			timer_seconds <= timer_seconds + 6'b1 ;
			timer_counts <= 23'b0 ;
		 end
		 else if ( one_second_flag && one_minute_flag )	 
		 begin
			timer_elapsed_minutes <= timer_elapsed_minutes + 3'b1 ;
			timer_seconds <= 6'b0 ;
			timer_counts <= 23'b0 ;
		 end
		else timer_counts <= timer_counts + 23'b1 ;
	 end
   end
 end
 assign one_second_flag = (timer_counts == one_second_counts) ? 1'b1 : 1'b0 ;	 
 assign one_minute_flag = (timer_seconds == 6'd59) ? 1'b1 : 1'b0 ;		 
  always @ (*) 
  begin
   case (clk_freq)			 
	2'b00		:	
		one_second_counts = 23'd999 ;		 
	2'b01		:	
		one_second_counts = 23'd1999 ;		 
	2'b10		:	
		one_second_counts = 23'd3999 ;		 
	2'b11		:	
		one_second_counts = 23'd7999 ;		 
	default 	:
		one_second_counts = 23'd7999 ;
   endcase
  end
endmodule
module WashingMachineCU (
input	wire			rst_n,  
input	wire			clk,   
input	wire			coin_in,
input	wire			double_wash,
input	wire			timer_pause,
input	wire	[2:0]	timer_elapsed_minutes,  
output 	reg				wash_done,  
output	reg				fill_water_sig, 
output	reg				washing_sig,
output	reg				rinse_sig,
output	reg				spin_sig,
output	reg				run_timer,   
output 	wire			state_timeout_flag   
);
localparam          Idle  = 3'b000 ,
                    Filling_Water = 3'b001 ,                    
                    Washing = 3'b011 ,
					Rinsing = 3'b010 ,
					Spinning = 3'b110 ;
reg     [2:0]       current_state ,
                    next_state ;
reg		[2:0]		current_state_duration ;  
reg		[1:0]		wash_rinse_count ;   
reg					increment_wash_rinse_count ;  
 assign state_timeout_flag = (timer_elapsed_minutes == current_state_duration) ? 1'b1 : 1'b0 ;   
always @ (posedge clk or negedge rst_n)
 begin
  if(!rst_n)
   begin
    current_state <= Idle ;
   end
  else
   begin
    current_state <= next_state ;
   end
 end
 always @ (*)
  begin
	case (current_state)
	Idle		:	
				begin
				 if ( coin_in )
				  begin
				   next_state = Filling_Water ;
				  end
				 else
				  begin
				   next_state = Idle ;
				  end
				end
	Filling_Water:
				begin
				 if ( state_timeout_flag )
				  begin
				   next_state = Washing ;
				  end
				 else
				  begin
				   next_state = Filling_Water ;
				  end
				end
	Washing		:
				begin
				 if ( state_timeout_flag )
				  begin
				   next_state = Rinsing ;
				  end
				 else
				  begin
				   next_state = Washing ;
				  end
				end
	Rinsing		:
				begin
				 if ( state_timeout_flag && double_wash && wash_rinse_count == 2'd1 )
				  begin
				   next_state = Washing ;
				  end
				 else if ( (state_timeout_flag && !double_wash) || (state_timeout_flag && double_wash && (wash_rinse_count == 2'd2) ) )
				  begin
				   next_state = Spinning ;
				  end
				 else 
				  begin
				   next_state = Rinsing ;
				  end
				end
	Spinning	:
				begin
				 if ( state_timeout_flag )
				  begin
				   next_state = Idle ;
				  end
				 else
				  begin
				   next_state = Spinning ;
				  end
				end
	default 	: 
				begin
                 next_state = Idle  ;
				end  
    endcase 
  end
always @ (*)
 begin
  wash_done  = 1'b0 ;
  current_state_duration  = 3'b0 ;
  run_timer = 1'b0 ;
  fill_water_sig = 1'b0 ;
  washing_sig = 1'b0 ;
  rinse_sig = 1'b0 ;
  spin_sig = 1'b0 ;
  increment_wash_rinse_count = 1'b0;
   case (current_state)
	Idle   	:  
			begin
             wash_done = 1'b1 ;
			 current_state_duration  = 3'd0 ;
			 run_timer = 1'b0 ;
			 fill_water_sig = 1'b0 ;
			 washing_sig = 1'b0 ;
			 rinse_sig = 1'b0 ;
			 spin_sig = 1'b0 ;
			 increment_wash_rinse_count = 1'b0;
             end
  Filling_Water:
			begin
			 wash_done = 1'b0 ;
			 current_state_duration  = 3'd2 ;
			 run_timer = 1'b1 ;
			 fill_water_sig = 1'b1 ;
			 washing_sig = 1'b0 ;
			 rinse_sig = 1'b0 ;
			 spin_sig = 1'b0 ;
			 increment_wash_rinse_count = 1'b0;
			end
	Washing	:
			begin
			 wash_done = 1'b0 ;
			 current_state_duration  = 3'd5 ;
			 run_timer = 1'b1 ;
			 fill_water_sig = 1'b0 ;
			 washing_sig = 1'b1 ;
			 rinse_sig = 1'b0 ;
			 spin_sig = 1'b0 ;
			 increment_wash_rinse_count = 1'b0;
			end
	Rinsing	:
			begin
			 wash_done = 1'b0 ;
			 current_state_duration  = 3'd2 ;
			 run_timer = 1'b1 ;
			 fill_water_sig = 1'b0 ;
			 washing_sig = 1'b0 ;
			 rinse_sig = 1'b1 ;
			 spin_sig = 1'b0 ;
			 increment_wash_rinse_count = 1'b1;
			end
	Spinning :
			begin
			 wash_done = 1'b0 ;
			 current_state_duration  = 3'd1 ;
			 run_timer = 1'b1 ;
			 fill_water_sig = 1'b0;
			 washing_sig = 1'b0 ;
			 rinse_sig = 1'b0 ;
			 increment_wash_rinse_count = 1'b0;
			 if (timer_pause)	 
			  begin
				run_timer = 1'b0 ;
				spin_sig = 1'b0 ;
			  end
			 else
			  begin
				run_timer = 1'b1 ;
				spin_sig = 1'b1 ;
			  end
			end
   default :
			begin
             wash_done = 1'b0 ;
			 current_state_duration  = 3'd0 ;
			 run_timer = 1'b0 ;
			 fill_water_sig = 1'b0 ;
			 washing_sig = 1'b0 ;
			 rinse_sig = 1'b0 ;
			 spin_sig = 1'b0 ;
			 increment_wash_rinse_count = 1'b0;
             end  
   endcase  
 end
always @ (posedge increment_wash_rinse_count or posedge wash_done or negedge rst_n )
 begin
  if(!rst_n)
   begin
	wash_rinse_count <= 2'd0 ;
   end
  else if (wash_done)
   begin
    wash_rinse_count <= 2'd0 ;
   end
  else 
   begin 
	wash_rinse_count <= wash_rinse_count + 2'd1;
   end
 end
endmodule
module WashingMachine_TopModule (
input	wire			rst_n,
input	wire			clk,
input	wire	[1:0]	clk_freq,
input	wire			coin_in,
input	wire			double_wash,
input	wire			timer_pause,
output	wire			fill_water_sig,
output	wire			washing_sig,
output	wire			rinse_sig,
output	wire			spin_sig,
output	wire			wash_done
);
wire 			run_timer, timer_restart, divided_clk;
wire 	[2:0]	timer_elapsed_minutes;
WashingMachineCU U1
(
.rst_n(rst_n),
.clk(divided_clk),
.coin_in(coin_in),
.double_wash(double_wash),
.timer_pause(timer_pause),
.timer_elapsed_minutes(timer_elapsed_minutes),
.fill_water_sig(fill_water_sig),
.washing_sig(washing_sig),
.rinse_sig(rinse_sig),
.spin_sig(spin_sig),
.run_timer(run_timer),
.state_timeout_flag(timer_restart),
.wash_done(wash_done)
);
Timer U2
(
.rst_n(rst_n),
.clk(divided_clk),
.clk_freq(clk_freq),
.run_timer(run_timer),
.timer_restart(timer_restart),
.timer_elapsed_minutes(timer_elapsed_minutes)
);
SimpleClkDivider U3
(
.rst_n(rst_n),
.clk(clk),
.clk_freq(clk_freq),
.divided_clk(divided_clk)
);
endmodule
```
==> CHANGELOG.md <==
## Implementation

- Post-synthesis sequential area ratio: roughly two fifths
- Drt wl/cell: roughly 16 um
- Number of failing hold endpoints at the final stage: 0
- RePlAce Congestion: 0.908
- Core area: around 6300 um2
- Area grow syn2layout: 17.8%
- Yosys xor share: under 10%
- Fraction of registers with async set/reset: around 100%
- Pre-antenna DRT Iters: 5
- Vertical extent of the die: 83.1 um
- Post-synth area from yosys stat: 2630 um2
- Cell breakdown of the critical path: nor2b_1, clkdlybuf4s50_1
- Ys cells: 294
- Overall global routing resource usage: 18.7%
- Yosys cell types: 57
- RSZ-0062 raised after global routing: false
- Average vias per placed instance: 5.91
- Kind of capture point of the worst setup path: primary output
- Number of standard cells after synthesis: roughly 290
- Top area cell types: sky130_fd_sc_hd__dfrtp_1, sky130_fd_sc_hd__ha_1, sky130_fd_sc_hd__nand2_1, sky130_fd_sc_hd__xnor2_1, sky130_fd_sc_hd__nor2_1
- Post-route ant nets: 0
- Cell type contributing the most total cell area after synthesis: sky130_fd_sc_hd__dfrtp_1
- Status: complete, no violations
- Worst slew margin relative to its limit: 46.4%
- Number of warnings reported in the yosys synthesis log: 3
- Area share of the largest cell type after synthesis: 39.0%
- Max-cap viol count: 0
- Worst ir drop on vdd: approximately 420 uV
- Delay of the slowest cell on the worst path: 0.49 ns
- Detailed-route DRC error count: 0
- Mux contribution to synthesized area: less than 1%
- Setup violations, final: 0
- Number of buffers inserted by post-CTS setup repair: 0
- Aggregate routed wire length: 6160 um
- Number of register pins that no clock reaches: 2
- Number of port buffers: 11
- Predominant post-synthesis flop cell: sky130_fd_sc_hd__dfrtp_1
- Register bit count reported by yosys: around 42
- Complex Gates by Area: roughly a fifth
- Power density over the cells: 149 nW/um2
- Slew of the pin with the lowest slew margin: roughly 0.8 ns
- Adder-cell share of the synthesized area: 4.76%
- Worst Path Arrival: a little under 2 ns
- Static leakage: approximately 1.3 nW
- Total tool warning count: 30
- Vias in the first global route: about 2200
- Setup clock skew after layout: ~0.0085 ns
- Placed wire-length estimate: 4010 um
- Number of buffers added to fix hold violations after cts: 0
- HP Class: input port to async pin
- Clock slew at the register clock pins of the worst setup and hold paths: about 0.080 ns
- Share of the clock period used by the worst path: 64.3%
- Library cell contributing the largest single delay on the critical path: sky130_fd_sc_hd__clkdlybuf4s50_1
- Number of cells on the critical path: 2
- Total buffers and inverters traversed by the critical path: 1
- Clk Latency, worst-skew pair: ~0.84 ns
- Pin count of the biggest net entering global routing: 42
- Simple share: approximately a quarter
- CTS tree: built
- Inst Count DP: between 300 and 400
- Setup total negative slack: 0 ns
- Top cell family by delay on the critical path: buffers and inverters
- Post-route minimum period: around 2.9 ns
- IO Count: 12
- Via count of the routed design: roughly 2300
- Global-route wire length before repair: just over 10000 um
- Category of the critical setup timing path: flop to primary output
- Cell resize tally after clock tree synthesis: 0
- Final cell count without fillers: slightly below 400
- DRC marker count from the first detailed-route iteration: 152
- # diodes: 0
- Hold WS: roughly 0.10 ns
- Biggest fanout along the worst timing path: 5
- Achievable frequency: ~350 MHz
- Initial antenna violation count: 0
- Number of synthesized flops with an enable pin: 0
- Endpoints left unconstrained: 2
- Number of pins exceeding their max-slew limit in the final report: 0
- Mean area per synthesized cell: roughly 8.9 um2
- DIE AREA: just under 7000 um2
- Floorplan core density: around 41%
- Layout cell share with drive strength beyond 1: around 11%
- R2R cell count: 5
- Mapped Area: around 2600 um2
- Dominant comb cell: simple AND/OR/NAND/NOR gates
- Grt ovf: 0
- Width of the die: 83.1 um
- Required time of the critical path: 3.60 ns
- Placement Rows: 29
- Element type at the critical path start: flop
[layer usage]
layer  global-route usage [%]  share of wire, %
met5                        0                 0
met4                     4.55               1.1
met3                     3.13               5.1
met2                     27.7                46
met1                     29.6                48
[stage by stage]
stage	instance area, um2	total power, mW	util, %	worst slack [ns]
after global placement	2800	0.138	44.1	1.09
after detailed placement	2800	0.138	44.1	1.02
after global routing	3090	0.484	48.7	1.47
after CTS	3090	0.470	48.7	1.56
after floorplan	2630	0.120	-	1.78
final	3090	0.460	48.7	1.61
[flip-flops by register name (all words and copies together), names as in the netlist]
register / count
U2.timer_counts: 23
U2.timer_seconds: 6
U1.current_state: 5
U2.timer_elapsed_minutes: 3
U3.Counter: 3
U1.wash_rinse_count: 2
[worst reg2reg max path, stage by stage (launching register included)]
cell                      delay (ns)
sky130_fd_sc_hd__dfrtp_1        0.48
sky130_fd_sc_hd__o21a_1         0.26
sky130_fd_sc_hd__o221a_2        0.41
sky130_fd_sc_hd__nor2_1         0.67
sky130_fd_sc_hd__or4b_1         0.49
sky130_fd_sc_hd__a21oi_1        0.15
[layout by cell type (no fill, tap or decap), drive strengths merged, types with 2 or more instances in the layout]
master,count
nor3,5
xor2,3
o2111ai,2
or4,6
mux2i,2
nor4,7
ha,10
nand4b,2
and2,3
clkdlybuf4s50,10
inv,15
a31oi,12
o211ai,2
a211oi,10
or4b,2
dfrtp,41
o21ai,11
or3,3
nand4,10
o31ai,3
buf,6
and3b,2
nor2b,3
nand3b,2
clkbuf,17
a2111oi,2
a21oi,14
and4,4
o21a,2
bufinv,2
nand2,26
nor3b,3
and3,3
nand3,14
nor2,21
xnor2,11
o22ai,3
nand2b,3
[power breakdown]
part           total (mW)  leakage [nW]  switching [mW]  internal [mW]
clock               0.337         0.150          0.0780          0.259
sequential         0.0971         0.539         0.00163         0.0955
combinational      0.0261         0.609          0.0151         0.0111
total               0.460          1.30          0.0947          0.366
[cell usage after synthesis (2+ instances only)]
cell                         n
sky130_fd_sc_hd__nor2_1     21
sky130_fd_sc_hd__mux2i_1     2
sky130_fd_sc_hd__nor3_1      5
sky130_fd_sc_hd__nand3_1    14
sky130_fd_sc_hd__o21ai_0    10
sky130_fd_sc_hd__inv_1      14
sky130_fd_sc_hd__xor2_1      3
sky130_fd_sc_hd__xnor2_1    11
sky130_fd_sc_hd__o2111ai_1   2
sky130_fd_sc_hd__and3b_1     2
sky130_fd_sc_hd__dfrtp_1    41
sky130_fd_sc_hd__or3_1       3
sky130_fd_sc_hd__and2_1      3
sky130_fd_sc_hd__nor2b_1     3
sky130_fd_sc_hd__o21a_1      2
sky130_fd_sc_hd__or4_1       5
sky130_fd_sc_hd__a211oi_1   10
sky130_fd_sc_hd__and3_1      3
sky130_fd_sc_hd__nand4b_1    2
sky130_fd_sc_hd__nand3b_1    2
sky130_fd_sc_hd__a21oi_1    14
sky130_fd_sc_hd__ha_1       10
sky130_fd_sc_hd__a31oi_1    12
sky130_fd_sc_hd__o31ai_1     3
sky130_fd_sc_hd__and4_1      4
sky130_fd_sc_hd__buf_2       5
sky130_fd_sc_hd__nand2_1    26
sky130_fd_sc_hd__clkbuf_1   11
sky130_fd_sc_hd__nor4_1      6
sky130_fd_sc_hd__nand2b_1    3
sky130_fd_sc_hd__nor3b_1     3
sky130_fd_sc_hd__o211ai_1    2
sky130_fd_sc_hd__a2111oi_0   2
sky130_fd_sc_hd__o22ai_1     3
sky130_fd_sc_hd__nand4_1    10
[path summary, 6_finish.rpt]
kind                                  endpoint           startpoint  slack (ns)
max                                   spin_sig  U1.current_state[2]        1.61
max reg2reg                U2.timer_counts[17]  U1.current_state[4]        1.96
min in group clk0                U3.Counter[0]        U3.Counter[0]        0.47
max in group asynchronous        U3.Counter[0]                rst_n        3.99
min reg2reg                      U3.Counter[0]        U3.Counter[0]        0.47
min                        U1.current_state[4]                rst_n        0.10
[logic make-up after synthesis]
group,after synthesis
flip-flops,42
AND-OR/OR-AND,74
buffers and inverters,31
adder cells (fa/ha/maj),10
AND/OR/NAND/NOR,121
multiplexers,2
XOR/XNOR,14
[area by class of cell]
type | instances | area (um2)
Fill cell | 574 | 3260
Timing Repair Buffer | 16 | 143
Clock inverter | 3 | 68.8
Multi-Input combinational cell | 221 | 1460
Sequential cell | 42 | 1050
Inverter | 14 | 52.6
Tap cell | 77 | 96.3
Clock buffer | 17 | 224
Power figures rest on the tool's default switching activity, not on a simulated workload.
